$ cat run.sh
#!/bin/bash
# OpenROAD 26Q1-2900-gdf79404cd8, Yosys 0.63+post, stock flow scripts
make -C /OpenROAD-flow-scripts/flow DESIGN_CONFIG=/design/flow/config.mk WORK_HOME=/design/flow/orfs finish
$ cat config.mk
export PLATFORM = sky130hd
export DESIGN_NAME = state_machine
export DESIGN_NICKNAME = state_machine
export VERILOG_FILES = /design/flow/design.v
export SDC_FILE = /design/flow/constraint.sdc
export NUM_CORES = 4
export LEC_CHECK = 1
export CORE_AREA = 10 10 81 81
export DIE_AREA = 0 0 91 91
$ cat constraint.sdc
current_design state_machine

set clk_period 2.4
set clk_io_pct 0.2

create_clock -name clk0 -period $clk_period [get_ports {clk}]

set non_clock_inputs [all_inputs -no_clocks]
set_input_delay [expr $clk_period * $clk_io_pct] -clock clk0 $non_clock_inputs
set_output_delay [expr $clk_period * $clk_io_pct] -clock clk0 [all_outputs]
$ cat design.v
module state_machine(clk ,rst, make_step, out, SW1_Rotation_Direction, SW3_half_step);
	input wire 	clk,
				rst,
				make_step,
				SW1_Rotation_Direction,		 
				SW3_half_step;				 
	output wire [3:0] out;
	reg [3:0] cs;
	reg [3:0] ns;
	parameter 	A = 4'b1000, 	 
				B = 4'b0010, 	 
				C = 4'b0100, 	 
				D = 4'b0001, 	 
				AB = 4'b1010,	 
				BC = 4'b0110, 	 
				CD = 4'b0101,	 
				DA = 4'b1001;	 
	always @ (posedge clk or negedge rst)
		begin
			if (~rst)	 
				cs = A;
			else if (make_step) begin
					cs = ns;
					if(SW1_Rotation_Direction == 1'b1 && SW3_half_step == 1'b1)	begin
						case(cs)
							A: ns = B;
							B: ns = C;
							C: ns = D;
							D: ns = A;
							default: ns = A;
						endcase
						end
					else if(SW1_Rotation_Direction == 1'b1 && SW3_half_step == 1'b0)	begin
							case(cs)
								A:  ns = AB;
								AB: ns = B;
								B:  ns = BC;
								BC: ns = C;
								C:  ns = CD;
								CD: ns = D;
								D:  ns = DA;
								DA: ns = A;
								default: ns = A;
							endcase
						end
					else if(SW1_Rotation_Direction == 1'b0 && SW3_half_step == 1'b1)	begin
							case(cs)
								D: ns = C;
								C: ns = B;
								B: ns = A;
								A: ns = D;	
								default: ns = D;
							endcase
						end
					else if(SW1_Rotation_Direction == 1'b0 && SW3_half_step == 1'b0)	begin
							case(cs)
								D:  ns = CD;
								CD: ns = C;
								C:  ns = BC;
								BC: ns = B;
								B:  ns = AB;
								AB: ns = A;
								A:  ns = DA;
								DA: ns = D;
								default: ns = D;
							endcase
						end
				end  
			else
				cs <= cs;
		end
	assign out = cs;
endmodule
==> results.tsv <==
metric	value	unit
antenna_found_initial	0	
fin_worst_skew	0.6455	ps
path_clk_slew	50	ps
wl	1553	um
ff_type	edfxtp_1	
synth_top_area_share	17.30	%
ys_ff	12	
finalClockPeriodUsage	84.32	%
grt_pass1_wl	2656	um
synth_chip_area	694.4	um^2
die_w	91	um
holdCritStartpoint	cs[1]$_DFFE_PN0P_	
final_util	18.94	%
instances_no_fill	145	
max_cap_violations	0	
reg2reg_depth	5	
hold_buffers	0	
cts_buffer_depth	2	
wl_per_cell	10.71	um
grt_pass1_vias	543	
clk_latency	240	ps
place_inst	141	
clock_sinks	12	
cts-root-buf	clkbuf_8	
fp_util	14.42	%
fin_ws	376.3	ps
rsz0062_at_grt	no	
tightestPinTransition	447.7	ps
core	4817	um^2
crit_path_end_kind	flop	
port_buffers	8	
syn2layout_area_growth	31.35	%
ys_warn_count	1	
post_cts_buffers	0	
synthCells	66	
drt-initial-drc-count	63	
synth.distinct_cells	36	
grt_max_degree	12	
maxSlewViolCount	0	
post_synth.cell_area_avg	10.52	um^2
vias	580	
arrival	2160	ps
cts-htree-levels	1	
grt-ovfl-total	0	
synth-edff-count	4	
post-route-min-period	2024	ps
syn_area	694.4	um^2
powerDensity	585.5	nW/um^2
cts_tree	built	
hold_viol	0	
min_path_cells	1	
setup_viol	0	
fmax	494.1	MHz
viasPerCell	4.000	
relSlewSlack	69.73	%
warning_count	25	
hold_end	cs[1]$_DFFE_PN0P_	
p_leak	0.0003193	uW
die_y	91	um
die_area	8281	um^2
tns	0	ps
cp_max_fo	11	
r2r_start	ns[2]$_DFFE_PP_	
yosysCellCount	66	
io_pins	9	
hp-class	flop to flop	
worstSetupStartpointType	primary input	
drc	0	
path_class	primary input to flop	
required	2530	ps
layout-drive-gt1-share	24.36	%
track_usage	3.714	%
cts_resized	0	
drt-pass1-iter-count	4	
rrSetupSlack	440	ps
vdd_drop_max	0.0001383	V
numCtsBuffers	3	
synthArstFlopShare	33.33	%
area_leaders	edfxtp_1 (17%), dfxtp_1 (12%), dfrtp_1 (11%), mux2_2 (8.1%), dfstp_2 (3.8%)	
fillCellCount	531	
place.gp.congestion	0.8877	
ys_seq_share	43.42	%
place_ws	123.9	ps
drtAntennaViolNets	0	
dp_hpwl	1216	um
top_area_cell	edfxtp_1	
status	finished, final reports clean	
rows	25	
antenna-diode-count	0	
power breakdown:
part | internal [uW] | switching [uW]
clock | 117 | 71.6
combinational | 54.9 | 40.3
sequential | 234 | 16.7
total | 406 | 128
logic make-up (layout without fill, tap and decap cells):
kind of cell	count (synthesis)	after routing	share of synthesized area, %
AOI/OAI and AO/OA	16	16	15.86
muxes	8	8	14.23
buffers and inverters	6	18	4.685
and+or+nand+nor	23	23	20.54
DFF	12	12	43.42
xor gates and xnor gates	1	1	1.261
routing by layer:
layer	track usage, %	part of all wire (%)	vias to the layer above
met3	1.162	6.4	4
li1	-	-	281
met5	0	0	-
met2	6.444	54	22
met1	4.509	38	273
met4	0.5222	1.5	0
area by class of cell:
type / instances / area, um^2 / area share (%)
Multi-Input combinational cell: 48 / 360.3 / 39.51
Sequential cell: 12 / 301.5 / 33.06
Timing Repair Buffer: 13 / 117.6 / 12.89
Tap cell: 67 / 83.83 / 9.191
Clock buffer: 4 / 45.04 / 4.938
Inverter: 1 / 3.754 / 0.4115
cell usage after synthesis (2+ instances only):
cell type and instances:
o21ai_0 2, buf_2 2, a21oi_1 3, o22ai_1 2
nand2_1 6, or2_2 2, nor2_1 2, edfxtp_1 4
and3_1 2, nor4b_1 2, mux2_2 5, clkbuf_1 2
dfxtp_1 4, nand2b_1 2, mux2i_1 2, dfrtp_1 3
o211ai_1 2
metrics by stage:
stage / total power [uW] / area (um^2) / hold slack (ps)
finish: 534.0 / 912.1 / 516.9
global route: 560.2 / 912.1 / 546.7
CTS: 538.5 / 912.1 / 527.4
detailed placement: 349.7 / 867.1 / 515.0
global placement: 349.8 / 867.1 / 502.6
floorplan: 306.2 / 694.4 / 184.4
how the worst max path moves through the flow:
stage	from	end	depth (start not counted)
4_1_cts	SW3_half_step	flop	5
5_1_grt	SW1_Rotation_Direction	flop	5
6_report	SW1_Rotation_Direction	flop	5
layout by cell type (no fill, tap or decap), types with 2 or more instances in the layout:
cell type,n
a21oi_1,3
and3_1,2
buf_4,5
clkbuf_8,3
clkdlybuf4s50_1,8
dfrtp_1,3
dfxtp_1,4
edfxtp_1,4
mux2_2,5
mux2i_1,2
nand2_1,6
nand2b_1,2
nor2_1,2
nor4b_1,2
o211ai_1,2
o21ai_0,2
o22ai_1,2
or2_2,2
worst max-delay path: stages:
cell and delay [ps]:
clkdlybuf4s50_1 710, mux4_2 380, mux2i_1 250, nand3b_1 140, and3_1 190
Power figures rest on the tool's default switching activity, not on a simulated workload.
