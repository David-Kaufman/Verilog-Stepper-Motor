`design/flow/config.mk`:
```
export PLATFORM = sky130hd
export DESIGN_NAME = StepMotorControllerTop
export DESIGN_NICKNAME = StepMotorControllerTop
export VERILOG_FILES = /design/flow/design.v
export SDC_FILE = /design/flow/constraint.sdc
export NUM_CORES = 4
export LEC_CHECK = 1
export CORE_UTILIZATION = 50
```
`design/flow/constraint.sdc`:
```
current_design StepMotorControllerTop

set clk_period 4.2
set clk_io_pct 0.2

create_clock -name clk0 -period $clk_period [get_ports {clk}]
create_clock -name clk1 -period $clk_period [get_ports {speedKey}]

set non_clock_inputs [all_inputs -no_clocks]
set_input_delay [expr $clk_period * $clk_io_pct] -clock clk0 $non_clock_inputs
set_output_delay [expr $clk_period * $clk_io_pct] -clock clk0 [all_outputs]
```
`design/flow/design.v`:
```
module CountToMax(clk, rst, endCountValue, countMaxOutOut);
	input wire clk, rst;
	input wire [23:0] endCountValue;
	output wire countMaxOutOut;
	reg [23:0] count;
	always @ (posedge clk or negedge rst) begin
		if (~rst)							 
			count = 24'b0;
		else if (count >= endCountValue)	 
			count = 24'b0;
		else
			count = count + 24'b1; 			 
	end
	assign countMaxOutOut = (count >= endCountValue)? 1'b1: 1'b0;
endmodule
module MaxCount(clk, rst, speedValue, stepSizeKey, maxCountOut);
	input wire 	clk,
				rst, 
				stepSizeKey; 	 
	input wire [3:0] speedValue;
	output reg [23:0] maxCountOut;
	parameter   speed10 = 4'b0001,
				speed20 = 4'b0010,
				speed30 = 4'b0011,
				speed40 = 4'b0100,
				speed50 = 4'b0101,
				speed60 = 4'b0110;
	parameter 	count10_full_step = 24'h16e360,
				count20_full_step = 24'hb71b0,
				count30_full_step = 24'h7a120,
				count40_full_step = 24'h5b8d8,
				count50_full_step = 24'h493e0,
				count60_full_step = 24'h3d090;
	parameter 	count10_half_step = 24'hb71b0,
				count20_half_step = 24'h5b8d8,
				count30_half_step = 24'h3d090,
				count40_half_step = 24'h2dc6c,
				count50_half_step = 24'h249f0,
				count60_half_step = 24'h1e848;
	always @ (posedge clk or negedge rst)
	begin
		if (~rst)								 
			maxCountOut <= count10_full_step; 	 
		else
			case(speedValue)
				  speed10:	maxCountOut <= stepSizeKey ? count10_full_step : count10_half_step;
				  speed20:	maxCountOut <= stepSizeKey ? count20_full_step : count20_half_step;
				  speed30:	maxCountOut <= stepSizeKey ? count30_full_step : count30_half_step;
				  speed40:	maxCountOut <= stepSizeKey ? count40_full_step : count40_half_step;
				  speed50:	maxCountOut <= stepSizeKey ? count50_full_step : count50_half_step;
				  speed60:	maxCountOut <= stepSizeKey ? count60_full_step : count60_half_step;
				  default:	maxCountOut <= count10_full_step; 
			endcase	
	end	
endmodule
module StepMotorControllerTop(clk, rst, speedKey, stepSizeKey, rotateDirectionKey, operationModekey, quarterTurnKey, unitsDisplay, tensDisplay, out);
	input wire clk, rst, speedKey, stepSizeKey, rotateDirectionKey, operationModekey, quarterTurnKey;
	output wire [3:0] out;
	output wire [6:0] unitsDisplay;
	output wire [6:0] tensDisplay;
	wire [3:0] speedValueBusWire;
	wire speedControllerOutWire;
	speed speed(.rst(rst), .speedKey(speedKey), .unitsDisplay(unitsDisplay), .tensDisplay(tensDisplay), .speedValue(speedValueBusWire));
	motorController motorController(.clk(clk), .rst(rst), .speedValue(speedValueBusWire), .stepSizeKey(stepSizeKey),
									.quarterTurnKey(quarterTurnKey), .operationModekey(operationModekey), .speedControllerOut(speedConvertorOutWire));
	motorStateMachine motorStateMachine(.clk(clk), .rst(rst), .make_step(speedConvertorOutWire), .rotateDirectionKey(rotateDirectionKey),
	                                    .stepSizeKey(stepSizeKey), .out(out));
endmodule
module motorController(clk, rst, speedValue, stepSizeKey, quarterTurnKey, operationModekey, speedControllerOut);
	input wire clk, rst, stepSizeKey, quarterTurnKey, operationModekey;
	input wire [3:0] speedValue;
	output wire speedControllerOut;
	wire countMaxOut;
	wire quarterTrunOut;
	wire [23:0]maxCountBusWire;
	MaxCount maxCount(.clk(clk), .rst(rst), .speedValue(speedValue), .stepSizeKey(stepSizeKey),
					  .maxCountOut(maxCountBusWire));
	CountToMax CountToMax(.clk(clk), .rst(rst), .endCountValue(maxCountBusWire), .countMaxOutOut(countMaxOut));
	quarterTurn quarterTurn(.clk(clk), .rst(rst), .quarterTurnKey((quarterTurnKey)), .in(countMaxOut),
							.stepSizeKey(stepSizeKey), . quarterTurnOut(quarterTrunOut));
	assign speedControllerOut = (operationModekey)? countMaxOut: quarterTrunOut;  
endmodule
module motorStateMachine(clk ,rst, make_step, out, rotateDirectionKey, stepSizeKey);
	input wire 	clk,
				rst,
				make_step,
				rotateDirectionKey,			 
				stepSizeKey;				 
	output wire [3:0] out;
	reg [3:0] cs;
	reg [3:0] ns;
	parameter 	A  = 4'b1000, 	 
				B  = 4'b0010, 	 
				C  = 4'b0100, 	 
				D  = 4'b0001, 	 
				AB = 4'b1010,	 
				BC = 4'b0110, 	 
				CD = 4'b0101,	 
				DA = 4'b1001;	 
	always @ (posedge clk or negedge rst)
		begin
			if (~rst)	 
				cs = A;
			else if (make_step) begin
					cs = ns;
					if(rotateDirectionKey && stepSizeKey == 1'b1)	begin
						case(cs)
							A: ns = B;
							B: ns = C;
							C: ns = D;
							D: ns = A;
							default: ns = A;
						endcase
						end
					else if(rotateDirectionKey && stepSizeKey == 1'b0)	begin
							case(cs)
								A:  ns = AB;
								AB: ns = B;
								B:  ns = BC;
								BC: ns = C;
								C:  ns = CD;
								CD: ns = D;
								D:  ns = DA;
								DA: ns = A;
								default: ns = A;
							endcase
						end
					else if((~rotateDirectionKey) && stepSizeKey == 1'b1)	begin
							case(cs)
								D: ns = C;
								C: ns = B;
								B: ns = A;
								A: ns = D;	
								default: ns = D;
							endcase
						end
					else if((~rotateDirectionKey) && stepSizeKey == 1'b0)	begin
							case(cs)
								D:  ns = CD;
								CD: ns = C;
								C:  ns = BC;
								BC: ns = B;
								B:  ns = AB;
								AB: ns = A;
								A:  ns = DA;
								DA: ns = D;
								default: ns = D;
							endcase
						end
				end  
			else
				cs <= cs;		
		end
	assign out = cs;
endmodule
module quarterTurn(clk, rst, in, quarterTurnKey, stepSizeKey, quarterTurnOut);  
	input wire clk, rst, in, quarterTurnKey, stepSizeKey;
	output wire  quarterTurnOut;
	reg [6:0] count;
	reg [1:0] enableCount;
	reg longToShortPressReg;
	wire longToShortPressWire;
	parameter MaxFullStep = 7'h32,
			  MaxHalfStep = 7'h64,
			  enableCountFullStep = 2'b10,  
			  enableCountHalfStep = 2'b01;  
	always @ (posedge clk or negedge rst) begin    
		if(~rst)
			longToShortPressReg <= 1'b0;
		else
			longToShortPressReg <= ~quarterTurnKey;	
	end
	assign longToShortPressWire = (~quarterTurnKey & ((~quarterTurnKey)^longToShortPressReg));
	always @ (posedge clk or negedge rst) begin
		if(~rst) begin
			enableCount <= 2'b0;
			count <= 7'b0;
		end
		else if (in && (enableCount != 2'b0)) begin         
			count <= count + 7'b1;     							 
		end
		else if ((count == MaxFullStep && enableCount == enableCountFullStep) ||
		 (count == MaxHalfStep && enableCount == enableCountHalfStep)) begin  
			enableCount <= 2'b0;
		end
		else if (longToShortPressWire && enableCount == 2'b0) begin             
			count <= 7'b0;  
		    if(stepSizeKey)                    									 
		        enableCount = enableCountFullStep; 
		    else
		        enableCount = enableCountHalfStep;		        	        
		end
	end
	assign  quarterTurnOut = ((enableCount == enableCountFullStep) || (enableCount == enableCountHalfStep)) ? in: 1'b0;
endmodule
module sevenSegment(in, out);
input wire [3:0] in;
output wire [6:0] out;
assign out = (in == 4'b0000) ? 7'h40 : 
			 (in == 4'b0001) ? 7'h79 :
			 (in == 4'b0010) ? 7'h24 :
			 (in == 4'b0011) ? 7'h30 :
			 (in == 4'b0100) ? 7'h19 :
			 (in == 4'b0101) ? 7'h12 :
			 (in == 4'b0110) ? 7'h02 :
			 (in == 4'b0111) ? 7'h78 :
			 (in == 4'b1000) ? 7'h00 :
		     (in == 4'b1001) ? 7'h10 :
			 7'h40;		
endmodule
module speed(rst, speedKey, unitsDisplay, tensDisplay, speedValue);
	input wire rst ,speedKey;
	output wire [6:0] unitsDisplay;
	output wire [6:0] tensDisplay;
	output reg  [3:0] speedValue;
	reg countDirection; 					 
	parameter 	up 		= 1'b1,	
				zero	= 4'b0000,
				speed10 = 4'b0001,
				speed60 = 4'b0110;
	always @ (negedge speedKey or negedge rst)
		begin
			if (~rst) begin					 
				speedValue = speed10; 		 
				countDirection = ~up; 			 
			end	
			else begin
					if(speedValue == speed10 || speedValue == speed60)		
						countDirection = ~countDirection;		 
					if(countDirection == up)					
						speedValue <= speedValue + 1;	 
					else 
						speedValue <= speedValue - 1;	 
				end
		end	
	sevenSegment unitsConvert(.in(zero), 		 .out(unitsDisplay));		 
	sevenSegment tensConvert(.in(speedValue),    .out(tensDisplay));		 
endmodule
```
`design/flow/run.sh`:
```
#!/bin/bash
# OpenROAD 26Q1-2900-gdf79404cd8, Yosys 0.63+post, stock flow scripts
make -C /OpenROAD-flow-scripts/flow DESIGN_CONFIG=/design/flow/config.mk WORK_HOME=/design/flow/orfs finish
```
==> results.sh <==
# implementation run metrics
export IMPL_power_density_nw_per_um2=369
export IMPL_hold_buffers=0
export IMPL_wl_mm=8.28
export IMPL_syn_cell_area_um2=4200
export IMPL_synthArstFlopShare_pct=88.4
export IMPL_rows=33
export IMPL_vias=3208
export IMPL_dieArea_um2=8770
export IMPL_firstDrtPassIters=4
export IMPL_cp_depth=8
export IMPL_post_place_ws_ns=-0.551
export IMPL_maxCapViolCount=0
export IMPL_core_area_um2=8180
export IMPL_area_leaders="dfrtp_1 (27%), ha_1 (9.5%), dfstp_2 (7.5%)"
export IMPL_power_leakage_nw=2.40
export IMPL_path_clk_slew_ns=0.07
export IMPL_first_iter_violations=135
export IMPL_ys_cells=445
export IMPL_wl_per_cell_um=13.7
export IMPL_crit_chain="inv_4, buf_6, ha_4, nor2_4, a21o_1, nand2_1, a21oi_2, buf_2"
export IMPL_yosys_area_um2=4200
export IMPL_violations="negative setup slack"
export IMPL_final_hold_violation_count=0
export IMPL_outcome="complete, but fails checks"
export IMPL_r2r_start="speed.speedValue[0]"
export IMPL_synth_seq_area_share_pct=41.5
export IMPL_dp_hpwl_mm=5.58
export IMPL_rsz0062_at_grt="true"
export IMPL_endpoint="tensDisplay[3]"
export IMPL_worstPathRequired_ns=3.36
export IMPL_drive_gt1_share_pct=22.4
export IMPL_ys_flops=69
export IMPL_hp_class="flip-flop to flip-flop"
export IMPL_grt_pass1_vias=2992
export IMPL_tool_warnings=39
export IMPL_fp_dieW_um=93.6
export IMPL_post_drt_via_cell_ratio=5.30
export IMPL_initial_core_util_pct=51.3
export IMPL_worst_slack_ns=-0.497
export IMPL_area_growth_synth_to_final_pct=20.6
export IMPL_crit_path_max_incr_delay_ns=0.56
export IMPL_ant_nets=0
export IMPL_cp_startpoint="speed.speedValue[0]"
export IMPL_path_delay_family="flip-flops"
export IMPL_endpoint_kind="primary output"
export IMPL_vdd_drop_max_uv=285
export IMPL_top_area_cell="dfrtp_1"
export IMPL_timing_rr_end="motorController.maxCount.maxCountOut[6]"
export IMPL_yosysTopAreaCellShare_pct=26.8
export IMPL_yosys_warnings=6
export IMPL_fin_tns_setup_ns=-3.00
export IMPL_synth_main_ff_cell="dfrtp_1"
export IMPL_edf_count=4
export IMPL_crit_buf_inv=3
export IMPL_yosysUniqueCellTypes=66
export IMPL_slew_headroom_pct=53.2
export IMPL_fin_worst_skew_ns=0.0409
export IMPL_setup_viol=7
export IMPL_lay_top_count="dfrtp_1"
export IMPL_finalWeightedCongestion=0.820
export IMPL_drv_slew=0
export IMPL_ff2ff_setup_slack_ns=0.12
export IMPL_grt_total_usage_pct=21.2
export IMPL_antenna_found_initial=0
export IMPL_grt_pass1_wl_mm=14.3
export IMPL_reg2reg_depth=9
export IMPL_die_y_um=93.6
export IMPL_detail_route_drc_violations=0
export IMPL_final_cell_mix="dfrtp_1 (45), nor2_1 (44), inv_1 (36), buf_4 (34), ha_1 (28)"
export IMPL_arrival_ns=3.86
export IMPL_critPathMaxFanout=5
export IMPL_start_kind="flip-flop"
export IMPL_grt_max_degree=58
export IMPL_clock_sinks=69
export IMPL_synth_cells=445
export IMPL_grt_overflow_total=0
export IMPL_tightest_slew_ns=0.701
export IMPL_ios=25
export IMPL_portBuffers=16
export IMPL_num_antenna_cells=0
export IMPL_avgSynthCellArea_um2=9.43
export IMPL_path_class="flip-flop to primary output"
export IMPL_cts_tree="yes"
export IMPL_cp_slowest_cell="dfstp_2"
-- logic make-up (layout without fill, tap and decap cells) --
family / after synthesis / count (layout) / share of synthesized area (%)
fa+ha+maj: 32 / 32 / 9.54
other cells: 2 / 9 / 0.179
compound gates: 83 / 83 / 13.7
xor+xnor: 23 / 23 / 4.80
flops: 69 / 69 / 41.5
mux: 19 / 19 / 5.19
simple gates: 150 / 150 / 18.2
buf+inv: 67 / 115 / 6.94
-- metal layers --
| layer | up-vias | part of all wire, % | GRT usage (%) |
|---|---|---|---|
| li1 | 1628 | - | - |
| met1 | 1523 | 51 | 34.7 |
| met2 | 51 | 44 | 31.4 |
| met3 | 6 | 3.8 | 4.80 |
| met4 | 0 | 0.92 | 1.67 |
| met5 | - | 0 | 0 |
-- layout make-up --
| type | instances | area [um^2] |
|---|---|---|
| multi-input combinational | 316 | 2310 |
| fill | 677 | 3110 |
| clock buffer | 16 | 200 |
| timing repair buffer | 57 | 463 |
| tap | 105 | 131 |
| inverter | 37 | 144 |
| clock inverter | 5 | 72.6 |
| sequential | 69 | 1740 |
-- timing repair --
action,4_1_cts,5_1_grt
pin swaps,15,10
buffers inserted,12,2
setup endpoints to repair,7,7
resized,40,6
-- sequential cells by signal, indices dropped and copies added, names as in the netlist, 2 cells and up, named ones only --
signal                                   flops
motorController.CountToMax.count            24
motorController.maxCount.maxCountOut        18
motorController.quarterTurn.count            7
motorController.quarterTurn.enableCount      2
motorStateMachine.cs                         4
motorStateMachine.ns                         4
speed.speedValue                             4
-- cell usage after synthesis, types with 3 or more instances --
library cell	instances
a21o_1	4
and2_1	3
xnor2_1	11
mux2_2	4
mux2i_1	12
and4_1	4
and3_1	10
nand2_1	27
a31oi_1	4
or3_1	4
dfxtp_1	4
xor2_1	12
clkbuf_1	16
edfxtp_1	4
a21oi_1	28
ha_1	32
inv_1	37
dfrtn_1	4
buf_4	8
nor2_1	48
nand3_1	16
nor3_1	13
dfstp_2	12
nand4_1	5
o21ai_0	21
nor2b_1	3
dfrtp_1	45
a22o_1	3
-- report_power, final --
part,switching (mW),internal (mW),leakage (nW),total (mW)
clock network,0.254,0.431,0.146,0.684
registers,0.0765,0.761,0.850,0.837
logic,0.170,0.176,1.41,0.346
-- through the flow --
step                      power (mW)  instance area (um^2)  hold slack (ns)  util [%]  cells
after floorplan                 1.09                  4300            0.455         -    452
after global placement          1.19                  4600            0.491      56.2    571
after detailed placement        1.20                  4600            0.489      56.2    571
after CTS                       1.89                  5030            0.513      61.6    603
after global routing            1.98                  5060            0.538      61.9    605
final                           1.87                  5060            0.511      61.9    605
-- worst min path at each step --
stage,startpoint,to,cells after the start
6_report,motorStateMachine.cs[0],motorStateMachine.cs[0],1
5_1_grt,motorStateMachine.cs[2],motorStateMachine.cs[2],1
4_1_cts,motorStateMachine.cs[0],motorStateMachine.cs[0],1
No activity file was given, so power comes from the tool's default toggle rates.
